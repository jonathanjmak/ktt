==> flow/design.v <==
module dff #(parameter WIDTH = 1) (
    input clk,
    input [WIDTH-1:0] d,
    output reg [WIDTH-1:0] q
);
    always @(posedge clk) 
        q <= d;
endmodule
module dffr #(parameter WIDTH = 1) (
    input clk,
    input r,
    input [WIDTH-1:0] d,
    output reg [WIDTH-1:0] q
);
    always @ (posedge clk) 
        if (r) 
            q <= {WIDTH{1'b0}};
        else
            q <= d;
endmodule
module dffre #(parameter WIDTH = 1) (
    input clk,
    input r,
    input en,
    input [WIDTH-1:0] d,
    output reg [WIDTH-1:0] q
);
    always @(posedge clk)
        if (r)
            q <= {WIDTH{1'b0}};
        else if (en)
            q <= d;
        else
            q <= q;
endmodule
module ram_1w2r #(parameter WIDTH = 8, parameter DEPTH = 8) (
    input clka,
    input wea,
    input [DEPTH-1:0] addra,
    input [WIDTH-1:0] dina,
    output wire [WIDTH-1:0] douta,
    input clkb,
    input [DEPTH-1:0] addrb,
    output wire [WIDTH-1:0] doutb
);
    reg [WIDTH-1:0] RAM [(2**DEPTH)-1:0];
    reg [DEPTH-1:0] read_addra;
    reg [DEPTH-1:0] read_addrb;
    always @(posedge clka) begin
        if (wea == 1'b1)
            RAM[addra] <= dina;
        read_addra <= addra;
    end
    always @(posedge clkb)
        read_addrb <= addrb;
    assign douta = RAM[read_addra];
    assign doutb = RAM[read_addrb];
endmodule
 module wave_capture (
    input clk,
    input reset,
    input new_sample_ready,
    input [15:0] new_sample_in,
    input wave_display_idle,
    output wire [8:0] write_address,
    output wire write_enable,
    output wire [7:0] write_sample,
    output wire read_index
);
	wire [1:0] curr_state;
	reg [1:0] next_state;
	dffr #(2) state_ff(.clk(clk),.r(reset),.d(next_state),.q(curr_state));
	always @(*) begin
		case(curr_state)
			2'b00: next_state = wave_display_idle? 2'b01: 2'b00;  
			2'b01: next_state = zero_crossing? 2'b10: 2'b01;  
			2'b10: next_state = (counter == 8'd255)? 2'b00: 2'b10;  
			default: next_state = 2'b11; 
		endcase
	end
	wire zero_crossing;
	assign zero_crossing = ((curr_state == 2'b01) & (prev_sample_out>new_sample_in[15]));
	wire prev_sample_out;
	dffre#(1) zero_cross_ff(.clk(clk),.r(reset), .en(new_sample_ready),.d(new_sample_in[15]),.q(prev_sample_out));
	wire [7:0] counter;
	dffre#(8) cntr(.clk(clk),.r(reset||(curr_state==2'b01)), .en(new_sample_ready&(curr_state==2'b10)),
	.d(counter+1'b1),.q(counter));
	dffre#(1) flip_read(.clk(clk),.r(reset), .en(wave_display_idle&(curr_state==2'b00)),
	.d(~read_index),.q(read_index));
	assign write_sample = ((curr_state==2'b10)|zero_crossing)?(8'd128 + new_sample_in[15:8]):8'hFF;
	assign write_address = {~read_index, counter};
	assign write_enable = (new_sample_ready & ((curr_state == 2'b10)|zero_crossing));
endmodule
module wave_display (
    input clk,
    input reset,
    input [10:0] x,   
    input [9:0]  y,   
    input valid,
    input [7:0] read_value,
    input read_index,
    output wire [8:0] read_address,
    output wire valid_pixel,
    output wire [7:0] r,
    output wire [7:0] g,
    output wire [7:0] b
);
	wire [8:0] prev_read_address;  
	dffr #(9) addr_ff (.clk(clk),.r(reset),.d(read_address),.q(prev_read_address));
	wire [7:0] prev_read_value;
	wire enable = (read_address!=prev_read_address);  
	dffre #(8) RAM_val (.clk(clk),.r(reset),.en(enable), .d(read_value),.q(prev_read_value));
	wire [7:0] valid_y = y[8:1];
	assign valid_pixel = (valid &(x[9]^x[8])&~y[9]);  
	wire valid_read;  
    assign valid_read = (valid_pixel &
							  (((valid_y >= read_value)&(valid_y <= prev_read_value))|
							  ((valid_y<=read_value) & (valid_y >= prev_read_value))));
	assign read_address = {read_index, (x[10:8] == 3'b010), x[7:1]};  
	assign {r,g,b} = (valid_read&(x>11'b00100000010 & x<11'b01011111111)&~reset) ? 24'hFFFFFF : 24'h000000;
endmodule
// synthesis translate_off
// synthesis translate_on
// synthesis translate_off
// synthesis translate_on
module wave_display_top(
    input clk,
    input reset,
    input new_sample,
    input [15:0] sample,
    input [10:0] x,   
    input [9:0]  y,   
    input valid,
    input vsync,
    output [7:0] r,
    output [7:0] g,
    output [7:0] b
);
    wire [7:0] read_sample, write_sample;
    wire [8:0] read_address, write_address;
    wire read_index;
    wire write_en;
    wire wave_display_idle = ~vsync;
    wave_capture wc(
        .clk(clk),
        .reset(reset),
        .new_sample_ready(new_sample),
        .new_sample_in(sample),
        .write_address(write_address),
        .write_enable(write_en),
        .write_sample(write_sample),
        .wave_display_idle(wave_display_idle),
        .read_index(read_index)
    );
    ram_1w2r #(.WIDTH(8), .DEPTH(9)) sample_ram(
        .clka(clk),
        .clkb(clk),
        .wea(write_en),
        .addra(write_address),
        .dina(write_sample),
        .douta(),
        .addrb(read_address),
        .doutb(read_sample)
    );
    wire valid_pixel;
    wire [7:0] wd_r, wd_g, wd_b;
    wave_display wd(
        .clk(clk),
        .reset(reset),
        .x(x),
        .y(y),
        .valid(valid),
        .read_address(read_address),
        .read_value(read_sample),
        .read_index(read_index),
        .valid_pixel(valid_pixel),
        .r(wd_r), .g(wd_g), .b(wd_b)
    );
    assign {r, g, b} = valid_pixel ? {wd_r, wd_g, wd_b} : {3{8'b0}};
endmodule
==> flow/run.sh <==
#!/bin/bash
# OpenROAD 26Q1-2900-gdf79404cd8, Yosys 0.63+post, stock flow scripts
make -C /OpenROAD-flow-scripts/flow DESIGN_CONFIG=/design/flow/config.mk WORK_HOME=/design/flow/orfs finish
==> flow/config.mk <==
export PLATFORM = sky130hd
export DESIGN_NAME = wave_display_top
export DESIGN_NICKNAME = wave_display_top
export VERILOG_FILES = /design/flow/design.v
export SDC_FILE = /design/flow/constraint.sdc
export NUM_CORES = 4
export LEC_CHECK = 1
export CORE_UTILIZATION = 50
==> flow/constraint.sdc <==
current_design wave_display_top

set clk_period 92.1
set clk_io_pct 0.2

create_clock -name clk0 -period $clk_period [get_ports {clk}]

set non_clock_inputs [all_inputs -no_clocks]
set_input_delay [expr $clk_period * $clk_io_pct] -clock clk0 $non_clock_inputs
set_output_delay [expr $clk_period * $clk_io_pct] -clock clk0 [all_outputs]
==> qor.yml <==
post_cts_hold_buffer_count: 0
data_required_time_at_the_worst_endpoint_ns: 73.68
die_h_um: 574
met3_length_um: 74400
final_layout_top_logic_cells: "4096 x edfxtp_1, 622 x nor2_1, 616 x mux2i_1"
yosys.stat.chipArea_um2: 164000
cts_buffers: 417
die_area_um2: 330000
length_of_routed_wiring_on_met1_um: 136000
finalClockSkew_ns: 0.0581
max_stage_delay_ns: 0.51
dp_hpwl_um: 275000
layout_top_cell: "edfxtp_1"
drt-vias-per-instance: 6.19
crit_path_max_fanout: 24
critPathSlowestCell: "clkdlybuf4s50_1"
hold_path.class: "register to register"
ir_drop_mv: 0.0192
cts_root_buf: "clkbuf_16"
drt_first_iter_violations: 5644
ys_async_sr_fraction_pct: 0
max_slew_headroom_pct: 22.8
main_synth_ff_type: "edfxtp_1"
edf_count: 4096
drt.antenna.violating_nets: 0
total_switching_power_uw: 813
dr.pass1.iters: 6
post-route-util_pct: 56.0
final-instance-count-excl-fill: 13115
globalRouteTotalUtil_pct: 30.5
synthesis.instances: 8171
detailroute.wirelength.met2_um: 203000
synth_flops: 4135
yosys_cells: 8171
number_of_buffers_added_for_setup_after_cts: 0
design.portCount: 66
drv_cap: 0
cts_resized: 0
clock_tree.htree_level_count: 5
globalRouteOverflowTotal: 0
power.clock.fraction_pct: 43.1
power_frac_comb_pct: 4.4
drive_gt1_share_pct: 18.8
grt_max_degree: 133
swShare_pct: 20.8
rows: 209
placedCellCount: 12335
final-max-slew-violation-count: 0
power_per_cell_area_nw_per_um2: 21.4
critPathKind: "input pin to output port"
power.internal_mw: 3.09
power.share.sequential_pct: 52.5
timing.final.crit_share_pct: 42.8
clock_latency_ns: 0.98
global_route_wire_length_before_repair_um: 629000
worst_setup_hold_path_clk_slew_ns: 0.06
power.leakage_nw: 57.1
result_of_the_run: "completed"
io_buffer_count: 56
critical_path.cell_chain: "clkdlybuf4s50_1 -> ha_1 -> a21o_1 -> a21o_1 -> a21oi_1 -> o21ai_0 -> xnor2_1 -> a221oi_2 -> buf_4 -> clkdlybuf4s50_1"
route.top_layer_used: "met5"
report.final.hold_viol_count: 0
syn_to_final_growth_pct: 11.2
max_clock_freq_ghz: 0.0254
gp_congestion: 0.927
synth_cell_type_count: 92
cts.sink_count: 4135
finalSetupViolations: 0
min_period_ns: 39.43
timing.critical_path.to_type: "output port"
starting_density_of_the_core_pct: 50.4
crit_arrival_ns: 21.01
tritoncts_clock_tree: "done"
synth.avg_cell_area_um2: 20.0
fp.coreArea_um2: 325000
routedWlPerCell_um: 33.6
first_global_vias: 87907
drc_errors: 0
worst-slew-pin-transition_ns: 1.16
cp-startpoint: "y[6]"
totalNegativeSetupSlack_ns: 0
num_vias: 81239
ys_seq_share_pct: 75.6
maximum_clock_path_buffer_count: 4
rsz0062_at_grt: "false"
hold_start: "wd.RAM_val.q[1]"
die.size.x_um: 574
warnings: 48
ys_warn_count: 7
synthesis.area_um2: 164000
cp-start-kind: "input pin"
routed_wl_um: 441000
initial_antenna_violation_count: 30
synthesized netlist by cell type (51+ instances only):
library cell	count	share of area, %
nor2_1	624	1.4
nand2_1	137	0.31
nor3_1	141	0.43
nor4_1	51	0.19
buf_6	78	0.54
edfxtp_1	4096	75
a22oi_1	83	0.38
mux4_2	603	8.3
o221ai_1	172	0.92
buf_4	88	0.40
buf_2	73	0.22
mux4_1	136	2.2
clkbuf_1	182	0.42
a21oi_1	132	0.40
nand3_1	54	0.17
o22ai_1	128	0.49
mux2i_1	616	3.8
o21ai_0	114	0.35
cell type report:
cell class | count | area [µm²]
diodes | 12 | 30.0
clock buffers | 513 | 11000
clock inverters | 255 | 2600
fillers | 23487 | 143000
inverters | 22 | 91.3
multi-input cells | 3472 | 36000
flip-flops and latches | 4135 | 124000
well taps | 4325 | 5410
repair buffers | 381 | 3110
flip-flops by register name, summed over array words and instances (netlist names), named ones only:
signal and flops:
wc.state_ff.q 3, wc.flip_read.q 1, wc.zero_cross_ff.q 1, wc.cntr.q 8, sample_ram.RAM 4096, wd.RAM_val.q 8, wd.addr_ff.q 9
worst max-delay path, delay by kind of cell:
family          cells  cell delay (ns)
fa+ha+maj           1             0.33
buf+inv             3             1.22
xor+xnor            1             0.17
compound gates      5             0.86
power by group through the flow:
stage	combinational, mW	sequential (mW)	clock, mW
6_report	0.172	2.05	1.68
5_1_grt	0.182	2.05	1.78
4_1_cts	0.173	2.05	1.71
metal layers:
layer | vias up | track usage, %
met5 | - | 1.75
li1 | 34503 | -
met1 | 40884 | 38.0
met2 | 4789 | 42.5
met4 | 54 | 13.2
met3 | 1009 | 22.0
metrics by stage:
| stage | power [mW] | hold WS [ns] | cell area (µm²) | setup slack (ns) |
|---|---|---|---|---|
| global route | 4.01 | 0.497 | 182000 | 52.54 |
| detailed placement | 2.26 | 0.472 | 168000 | 52.68 |
| finish | 3.90 | 0.480 | 182000 | 52.67 |
| floorplan | 2.20 | 0.362 | 164000 | 52.64 |
| global placement | 2.26 | 0.467 | 168000 | 52.59 |
| CTS | 3.93 | 0.483 | 182000 | 52.67 |
final timing paths:
path / to / slack [ns] / depth (start not counted)
setup / recovery: r[1] / 52.67 / 10
hold / removal: wd.RAM_val.q[1] / 0.48 / 2
setup reg to reg: wd.RAM_val.q[4] / 84.41 / 17
hold reg to reg: wd.RAM_val.q[1] / 0.48 / 2
cells by family after synthesis:
logic type               after synthesis  share of synthesized area, %
multiplexers                        1392                          14.5
AND/OR/NAND/NOR                     1183                          3.31
AND-OR/OR-AND                        857                          3.71
adder cells (fa/ha/maj)               22                         0.168
flip-flops                          4135                          75.6
XOR/XNOR                              18                        0.0963
buffers and inverters                564                          2.63
Power is estimated from default activity; no workload was simulated.
