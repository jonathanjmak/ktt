==> design.v <==
module dynamics(
	input clk,
	input reset,
	input [2:0] amplitude_in,  
	input [5:0] duration,  
	input [5:0] attack,  
	input [5:0] decay,  
	input new_note,  
	input beat,  
	output [2:0] amplitude_out
);
	wire [1:0] state;
    reg [1:0] next_state;
    dffr #(2) fsm_ff(.clk(clk), .r(reset), .d(next_state), .q(state));
    wire [5:0] count, next_count;
    dffre#(6) counter_ff(.clk(clk), .r(reset), .en(beat), .d(next_count), .q(count));
	assign next_count = (state == 2'b00)? 6'd0:(duration == count)? count:count + 6'd1;
	wire [2:0] curr_amp;
    reg [2:0] next_amp;
    dffr #(3) amp_ff(.clk(clk), .r(reset), .d(next_amp), .q(curr_amp));
    wire [5:0] attack_2 = attack>>1;
    wire [5:0] attack_4 = attack>>2;
    wire [5:0] decay_2 = decay>>1;
    wire [5:0] decay_4 = decay>>2;
    always @(*) begin
		case(state)
			2'b00: begin
					next_state = new_note? 2'b01:2'b00;
					next_amp = amplitude_in;
				end
			2'b01: begin
					next_state = (count==attack)? 2'b11:2'b01;
					if (attack == 0) next_amp = amplitude_in;
					else if (attack_4 > count) next_amp = 0;
					else if (attack_4 <= count & attack_2 > count) next_amp = (amplitude_in < 3'd3)? 1:amplitude_in - 3'd4;
					else if (attack_2 <= count & attack > count) next_amp = (amplitude_in == 0)? 0:amplitude_in - 1;
					else next_amp = amplitude_in;
				end
			2'b11: begin
					next_state = (count+decay >= duration) ? 2'b10:2'b11;
					next_amp = amplitude_in;
				end
			2'b10: begin
					next_state = (count==duration) ? 2'b00 : 2'b10;
					if(decay == 0) next_amp = amplitude_in;
					else if (decay_4 > (duration - count)) next_amp = 0;
					else if (decay_4 <= (duration - count) && decay_2 > (duration - count)) next_amp = (amplitude_in < 3'd3)? 1:amplitude_in - 3'd4;
					else if (decay_2 <= (duration - count) && decay > (duration - count)) next_amp = (amplitude_in == 0)? 0: amplitude_in - 1;
					else next_amp = amplitude_in;
				end
			default: begin
				next_state = state;
				next_amp = amplitude_in;
				end
		endcase
    end  
    assign amplitude_out = (curr_amp == 0)? 1:curr_amp;
endmodule
module dff #(parameter WIDTH = 1) (
    input clk,
    input [WIDTH-1:0] d,
    output reg [WIDTH-1:0] q
);
    always @(posedge clk) 
        q <= d;
endmodule
module dffr #(parameter WIDTH = 1) (
    input clk,
    input r,
    input [WIDTH-1:0] d,
    output reg [WIDTH-1:0] q
);
    always @ (posedge clk) 
        if (r) 
            q <= {WIDTH{1'b0}};
        else
            q <= d;
endmodule
module dffre #(parameter WIDTH = 1) (
    input clk,
    input r,
    input en,
    input [WIDTH-1:0] d,
    output reg [WIDTH-1:0] q
);
    always @(posedge clk)
        if (r)
            q <= {WIDTH{1'b0}};
        else if (en)
            q <= d;
        else
            q <= q;
endmodule
==> run.sh <==
#!/bin/bash
# OpenROAD 26Q1-2900-gdf79404cd8, Yosys 0.63+post, stock flow scripts
make -C /OpenROAD-flow-scripts/flow DESIGN_CONFIG=/design/flow/config.mk WORK_HOME=/design/flow/orfs finish
==> config.mk <==
export PLATFORM = sky130hd
export DESIGN_NAME = dynamics
export DESIGN_NICKNAME = dynamics
export VERILOG_FILES = /design/flow/design.v
export SDC_FILE = /design/flow/constraint.sdc
export NUM_CORES = 4
export LEC_CHECK = 1
export CORE_AREA = 10 10 106 106
export DIE_AREA = 0 0 116 116
==> constraint.sdc <==
current_design dynamics

set clk_period 6.5
set clk_io_pct 0.2

create_clock -name clk0 -period $clk_period [get_ports {clk}]

set non_clock_inputs [all_inputs -no_clocks]
set_input_delay [expr $clk_period * $clk_io_pct] -clock clk0 $non_clock_inputs
set_output_delay [expr $clk_period * $clk_io_pct] -clock clk0 [all_outputs]
==> impl_metrics.yaml <==
# synthesis and place-and-route metrics
clock_tree:
  cts_tree: "built"
  postCtsSetupBuffers: 0
  clock_path_buffers: 2
  clockRootBuffer: "clkbuf_8"
  hold_buffers: 0
  postCtsResizedCells: 0
  h-tree-depth: 1
  cts_buffers: 3
  clkTransAtPathRegs_ns: 0.06
  numClockSinks: 13
  insertion_delay_ns: 0.24
route:
  remaining_drc_errors: 0
  drt_iter0_drc: 88
  top_layer: "met4"
  wl_met2_um: 2430
  wl_met3_um: 200
  routed_wl_um: 5250
  wl_met1_um: 2610
  ant_nets: 0
  vias: 1880
  vias_per_cell: 4.78
  n_antenna_cell: 0
  post_drt_wl_per_cell_um: 13.4
  firstDrtPassIters: 4
synthesis:
  top_area_cell: "ha_1"
  xor_share: 0.0704
  syn_avg_cell_area_um2: 7.96
  simple_gate_share: 0.187
  fa_ha_area_frac: 0.309
  top_cell_area_share: 0.285
  ys.flops: 13
  yosysCellCount: 259
  synth_cells: 259
  synth_cell_types: 52
  ys_sh_mux: 0.00485
  ys_async_sr_fraction: 0
  yosys_area_um2: 2060
  synth_seq_share: 0.126
  synth_warnings: 4
  flop_cell: "dfxtp_1"
  edf_count: 0
  aoi_share: 0.242
  logic_family: "adder cells"
  synth.cell_area_um2: 2060
  synthTopCellsByArea: "ha_1 (29%), dfxtp_1 (13%), a21oi_1 (5.6%)"
global_route:
  gr-usage-all-layers: 0.0800
  grt_max_degree: 12
  grt_first_pass_wirelength_um: 8870
  gr-total-overflow: 0
  grt_pass1_vias: 1854
  antenna_found_initial: 0
placement:
  io_buffers: 27
  postPlaceCellArea_um2: 2450
  gp_congestion: 0.869
  pre_cts_ws_ns: 1.76
  dp_hpwl_um: 4460
timing:
  finalClockPeriodUsage: 0.690
  rsz0062_at_grt: "false"
  setup_tns_ns: 0
  fmaxAchievable_ghz: 0.223
  fin_ws_ns: 2.02
  relSlewSlack: 0.520
  min_period_ns: 4.48
  hold_violations: 0
  worst-slew-pin-transition_ns: 0.701
  slew_viol_final: 0
  setup_viol: 0
  fin_skew_ns: 0.00574
hold_path:
  min_path_type: "reg -> reg"
run:
  log.warning_count: 27
  cap_violations: 0
finish:
  syn_to_final_growth_pct: 20.9
  final_common_cell: "ha_1"
  lay_top_cells: "ha_1 (47), inv_1 (28), clkdlybuf4s50_1 (27), a21oi_1 (23)"
  drive_above_1_share: 0.0386
  fin_area_um2: 2490
  fill_cells: 954
setup_path:
  critPathBufInv: 1
  critPathMaxStageDelay_ns: 0.48
  worstPathRequired_ns: 6.64
  cp_max_fo: 4
  critical_path_class: "in -> reg"
  start_kind: "input pin"
  slowest_stage: "clkdlybuf4s50_1"
  cp_cell_sequence: "clkdlybuf4s50_1 > ha_1 > nand2b_1 > nand2b_1 > a21oi_1 > xor2_1 > ha_1 > a21o_1 > maj3_1 > a211oi_1 > nor3_1 > a211o_1 > a31o_1"
  arrival_ns: 4.63
  critical_path.top_delay_family: "AND-OR/OR-AND gates"
  cp-end-kind: "flop"
  regToRegSetupSlack_ns: 2.90
die:
  pin_count: 28
  coreArea_um2: 8850
  die-width_um: 116
  fp-utilization: 0.233
  die_h_um: 116
  die-area_um2: 13500
  placementRows: 34
pwr:
  peakVddDrop_mv: 0.0484
  power_leakage_nw: 1.10
  finalPower_mw: 0.296
  p_per_area_nw_per_um2: 119
run_status:
  status: "finished clean"
## Yosys cell counts (2+ instances only)
master,n
a21o_1,10
a21oi_1,23
a21oi_2,2
a31o_1,2
a31oi_1,4
and3_1,2
and4_1,2
clkbuf_1,5
dfxtp_1,13
fa_1,2
ha_1,47
inv_1,28
nand2_1,15
nand2b_1,5
nand3_1,4
nand3b_1,2
nand4_1,3
nor2_1,15
nor2b_1,3
nor3_1,9
nor4_1,2
o211ai_1,3
o21a_1,5
o21ai_0,7
o21ai_1,2
o21bai_1,3
o31ai_1,2
o32ai_1,2
or4_1,2
xnor2_1,8
xor2_1,6
## cell families (layout without fill, tap and decap cells)
group / after synthesis / count (layout)
adders and majority gates: 50 / 50
buffers and inverters: 33 / 59
muxes: 1 / 1
AOI/OAI and AO/OA: 74 / 74
DFF: 13 / 13
xor gates and xnor gates: 15 / 15
and+or+nand+nor: 73 / 73
## report_power, final
part	internal (mW)	switching (mW)
clock	0.0433	0.0296
sequential	0.0827	0.00358
combinational	0.0669	0.0699
total	0.193	0.103
## worst paths after layout
kind / endpoint / from / cells past startpoint
hold reg to reg: fsm_ff.q[2]$_DFF_P_ / fsm_ff.q[2]$_DFF_P_ / 2
setup / recovery: amp_ff.q[2]$_SDFF_PP0_ / duration[1] / 13
setup reg to reg: amp_ff.q[2]$_SDFF_PP0_ / counter_ff.q[1]$_SDFFE_PP0P_ / 13
hold / removal: fsm_ff.q[2]$_DFF_P_ / fsm_ff.q[2]$_DFF_P_ / 2
## routing by layer
layer | vias up | GRT usage
met5 | - | 0
met4 | 0 | 0.00500
met3 | 2 | 0.0136
met2 | 21 | 0.138
met1 | 858 | 0.107
li1 | 999 | -
## sequential cells by signal (all words and copies together) (netlist names)
register      cells
counter_ff.q      6
fsm_ff.q          4
amp_ff.q          3
## per-stage QoR
step | utilization | instances | hold WS, ns
after floorplan | - | 259 | 0.444
after global placement | 0.277 | 389 | 0.461
after detailed placement | 0.277 | 389 | 0.465
after CTS | 0.282 | 393 | 0.473
after global routing | 0.282 | 393 | 0.501
final | 0.282 | 393 | 0.474
## worst min-delay path, delay by kind of cell (launching register included)
family,cells,cell delay [ns]
AOI/OAI and AO/OA,1,0.05
DFF,1,0.31
and+or+nand+nor,1,0.07
## area by class of cell
type / count / area, um^2 / area share
multi-input combinational: 213 / 1680 / 0.673
sequential: 13 / 260 / 0.104
tap: 108 / 135 / 0.0542
inverter: 28 / 105 / 0.0421
timing repair buffer: 27 / 270 / 0.108
clock buffer: 4 / 45.0 / 0.0181
Power figures rest on the tool's default switching activity, not on a simulated workload.
